==> run.sh <==
#!/bin/bash
# OpenROAD 26Q1-2900-gdf79404cd8, Yosys 0.63+post, stock flow scripts
make -C /OpenROAD-flow-scripts/flow DESIGN_CONFIG=/design/flow/config.mk WORK_HOME=/design/flow/orfs finish
==> config.mk <==
export PLATFORM = sky130hd
export DESIGN_NAME = shifter
export DESIGN_NICKNAME = shifter
export VERILOG_FILES = /design/flow/design.v
export SDC_FILE = /design/flow/constraint.sdc
export NUM_CORES = 4
export LEC_CHECK = 1
export CORE_UTILIZATION = 40
==> constraint.sdc <==
current_design shifter

set clk_period 5.6
set clk_io_pct 0.2

create_clock -name clk0 -period $clk_period

set non_clock_inputs [all_inputs -no_clocks]
set_input_delay [expr $clk_period * $clk_io_pct] -clock clk0 $non_clock_inputs
set_output_delay [expr $clk_period * $clk_io_pct] -clock clk0 [all_outputs]
==> design.v <==
module shifter(input  [31:0] a, 
               input  [4:0] shamt, 
               input  [1:0] shtype, 
               output reg [31:0] y); 
  always @(*) begin
    case (shtype) 
      2'b00:   y = a << shamt; 
	  2'b01:   y = a >> shamt;
	  2'b10:   y = $signed(a) >>> shamt;
	  2'b11:   y = (a >> shamt ) | (a << (32- shamt));
      default: y = a; 
    endcase 
  end
endmodule 
==> impl_metrics.tcl <==
# implementation run metrics
set metrics [dict create \
    area_growth_pct 16.2 \
    setup_viol 0 \
    arrival_ns 4.19 \
    hold-worst-slack_ns 3.22 \
    design.core.area_sq_um 16100 \
    synth_area_sq_um 6630 \
    via_count 8131 \
    timing.final.hold_violations 0 \
    gp_congestion 1.07 \
    grt_pass1_wl_mm 51.6 \
    period_needed_ns 5.31 \
    slowest_delay_ns 0.74 \
    worstSetupPathType "input pin to primary output" \
    mi_logic_area_sq_um 6050 \
    antenna_left 0 \
    flop-count 0 \
    fp_util 0.413 \
    first_pass_iters 5 \
    relSlewSlack 0.430 \
    crit_family "buffers and inverters" \
    dpl.hpwl_mm 28.0 \
    rows 46 \
    drv_cap 0 \
    cp_max_fo 9 \
    antenna_found_initial 0 \
    cts_resized 0 \
    drc 0 \
    cp-endpoint "y[25]" \
    powerDensity_nw_per_um2 119 \
    warning_count 32 \
    fin_ws_ns 0.293 \
    leakagePower_nw 2.93 \
    tns_ns 0 \
    synth.avg_cell_area_sq_um 7.56 \
    routedWlPerCell_um 31.5 \
    die_area_sq_um 17100 \
    port-buffer-count 71 \
    max_freq_mhz 188 \
    fin_util 0.480 \
    syn_inst 877 \
    grt_usage 0.437 \
    path_depth 8 \
    antennaDiodeCount 0 \
    startpoint "a[1]" \
    peakVddDrop_uv 80.0 \
    grt_max_degree 89 \
    worst-path-buf-inv 2 \
    viasPerCell 7.22 \
    io_pins 71 \
    ys_cells 877 \
    status "finished clean" \
    regArea_sq_um 0 \
    crit_chain "clkdlybuf4s50_1, mux2i_1, nor2_1, mux2i_1, o21ai_1, a22oi_1, o211ai_1, clkdlybuf4s50_1" \
    rsz0062_at_grt "no" \
    startpoint_type "input pin" \
    hp-class "input pin to primary output" \
    dpl.cell_count 1126 \
    num-fill-cells 1622 \
    drive_above_1_share 0.218 \
    worstSetupEndpointType "primary output" \
    cp_slowest_cell "clkdlybuf4s50_1" \
    cts_hold_buf 0 \
    ys_area_sq_um 6630 \
    place_worst_setup_slack_ns 0.372 \
    post-cts-setup-buffer-count 0 \
    drv_slew 0 \
    grt_pass1_vias 7414 \
    die_h_um 131 \
    grt.overflow.total 0 \
    ys_seq_frac 0 \
    synth_cell_type_count 70 \
    yosys_warnings 1 \
    layoutNonFillerInstCount 1126 \
    finalClockPeriodUsage 0.948 \
    fp.dieW_um 131 \
    clkbuf_count 0 \
    cp.required_ns 4.48 \
    worstMarginPinSlew_ns 0.850 \
    drt_iter0_drc 1000 \
    routed_wl_mm 35.5 \
]
-- metal layers --
| metal | up-vias | track usage | share of wire |
|---|---|---|---|
| met5 | - | 0 | 0 |
| met4 | 0 | 0.142 | 0.048 |
| met3 | 104 | 0.132 | 0.12 |
| met2 | 588 | 0.642 | 0.43 |
| met1 | 3956 | 0.624 | 0.41 |
| li1 | 3483 | - | - |
-- stage by stage --
| step | instance area, sq um | power (mW) |
|---|---|---|
| finish | 7710 | 0.920 |
| CTS | 7710 | 0.892 |
| global route | 7710 | 0.964 |
| detailed placement | 7710 | 0.889 |
| global placement | 7710 | 0.900 |
| floorplan | 6630 | 0.529 |
-- cell families after synthesis --
logic type | share of synthesized area
and+or+nand+nor | 0.182
AOI/OAI and AO/OA | 0.265
buffers and inverters | 0.0886
muxes | 0.456
adders and majority gates | 0.00189
xor gates and xnor gates | 0.00641
-- worst min-delay path: cells and delay by family --
family                 cells  cell delay [ns]
AOI/OAI and AO/OA          2             0.27
buffers and inverters      2             0.70
-- cell type report --
| cell class | count | area share |
|---|---|---|
| well taps | 216 | 0.0351 |
| repair buffers | 147 | 0.173 |
| inverters | 13 | 0.00633 |
| multi-input cells | 750 | 0.785 |
-- power by group --
| group | switching, mW | internal (mW) |
|---|---|---|
| Sequential | 0 | 0 |
| Clock | 0 | 0 |
| Combinational | 0.530 | 0.390 |
-- cells in the mapped netlist, drive strengths merged (2+ instances only) --
cell	count	share of area
o221ai	7	0.0092
or2	3	0.0028
a221o	3	0.0045
o21a	6	0.0068
and3	2	0.0019
a221oi	9	0.013
mux2	45	0.076
clkbuf	56	0.032
o211a	3	0.0045
or3	4	0.0038
nand3b	7	0.0079
a31oi	11	0.010
o21bai	4	0.0045
o2111ai	2	0.0026
nor3	15	0.012
xnor2	3	0.0040
a311oi	5	0.0066
mux4	62	0.21
and2	7	0.0066
o32ai	5	0.0066
a2111oi	8	0.011
nand4	5	0.0047
o22ai	13	0.012
a211o	3	0.0040
o211ai	33	0.037
a21oi	53	0.040
a32oi	7	0.0092
nand2	105	0.061
nand3	23	0.017
nand2b	6	0.0057
or4	2	0.0023
a22oi	10	0.011
o21ai	43	0.032
inv	13	0.0074
o31ai	8	0.0098
buf	58	0.049
nor3b	2	0.0023
a211oi	14	0.016
nor2b	4	0.0038
nor2	80	0.046
mux2i	112	0.17
-- placed cells by master (no fill, tap or decap), types with 8 or more instances in the layout --
cell,n
a21oi_1,53
clkdlybuf4s50_1,66
a31oi_1,11
mux4_2,62
mux2i_1,112
nand3_1,23
a22oi_1,10
o22ai_1,13
nor2_1,79
o211ai_1,33
nand2_1,104
a2111oi_0,8
mux2_2,42
buf_4,72
a211oi_1,14
o21ai_0,40
a221oi_1,8
nor3_1,14
inv_1,11
-- how the worst min path moves through the flow --
stage           to  depth (start not counted)  startpoint
CTS           y[3]                          4    shamt[4]
global route  y[3]                          4    shamt[4]
finish        y[3]                          4    shamt[4]
Power figures rest on the tool's default switching activity, not on a simulated workload.
