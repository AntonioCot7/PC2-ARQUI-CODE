`flow/run.sh`:
```
#!/bin/bash
# OpenROAD 26Q1-2900-gdf79404cd8, Yosys 0.63+post, stock flow scripts
make -C /OpenROAD-flow-scripts/flow DESIGN_CONFIG=/design/flow/config.mk WORK_HOME=/design/flow/orfs finish
```
`flow/design.v`:
```
module mla(rn, rm, y);
    input wire [31:0] rn, rm;
    output wire [31:0] y;
    assign y = rn * rm;
endmodule
```
`flow/constraint.sdc`:
```
current_design mla

set clk_period 13.8
set clk_io_pct 0.2

create_clock -name clk0 -period $clk_period

set non_clock_inputs [all_inputs -no_clocks]
set_input_delay [expr $clk_period * $clk_io_pct] -clock clk0 $non_clock_inputs
set_output_delay [expr $clk_period * $clk_io_pct] -clock clk0 [all_outputs]
```
`flow/config.mk`:
```
export PLATFORM = sky130hd
export DESIGN_NAME = mla
export DESIGN_NICKNAME = mla
export VERILOG_FILES = /design/flow/design.v
export SDC_FILE = /design/flow/constraint.sdc
export NUM_CORES = 4
export LEC_CHECK = 1
export CORE_UTILIZATION = 40
```
==> results_tabular.tex <==
% Yosys + OpenROAD metrics
\begin{tabular}{lr}
\hline
Metric & Value \\
\hline
\multicolumn{2}{l}{\textbf{Floorplan}} \\
\quad Core Density at Floorplan & roughly 41\% \\
\quad Total number of placement rows & 72 \\
\quad Horizontal die dimension & 201 um \\
\quad Number of primary I/O pins & 96 \\
\quad Height of the die & 201 um \\
\quad Core footprint & 38800 um\^{}2 \\
\quad Overall chip area & a little over 40000 um\^{}2 \\
\multicolumn{2}{l}{\textbf{Layout}} \\
\quad Clk\_buf instances & 0 \\
\quad Synth-to-layout area growth & 10.0\% \\
\quad Fraction of final layout cells with drive strength greater than 1 & 2.83\% \\
\quad Fill count & 3705 \\
\quad Post-route cell area & 17400 um\^{}2 \\
\quad Reg area & 0 um\^{}2 \\
\quad Core Util, Final & 44.8\% \\
\quad Final std cells w/o fill & 2283 \\
\quad Seq Cell Count & 0 \\
\multicolumn{2}{l}{\textbf{Global route}} \\
\quad Vias in the first global route & 12200 \\
\quad Global-route wire length before repair & around 66000 um \\
\quad Antenna violations before repair & 2 \\
\quad Largest net degree at the start of global routing & 27 \\
\quad Global-route usage over all layers & a little under a quarter \\
\quad Overflow left after global routing & 0 \\
\multicolumn{2}{l}{\textbf{Drt}} \\
\quad Vias per inst & 4.81 \\
\quad Drt first-iter violations & 310 \\
\quad Detailed Route WL & 40200 um \\
\quad Final routed DRC violation total & 0 \\
\quad Antenna viol nets, final & 0 \\
\quad Diode count & 0 \\
\quad DRT Pass-1 Iters & 5 \\
\quad Vias & 11000 \\
\quad Routed len/inst & roughly 18 um \\
\multicolumn{2}{l}{\textbf{Run status}} \\
\quad Result of the run & finished, final reports clean \\
\multicolumn{2}{l}{\textbf{Logic synthesis}} \\
\quad Mean instance size in the synthesized netlist & 9.23 um\^{}2 \\
\quad Cell Area, Synth & approximately 16000 um\^{}2 \\
\quad Number of standard cells after synthesis & around 1700 \\
\quad Yosys cell count & about 1700 \\
\quad Yosys warning tally & 0 \\
\quad Top cell type by total area after synthesis & sky130\_fd\_sc\_hd\_\_fa\_1 \\
\quad Number of distinct library cells after synthesis & 44 \\
\quad Area reported by Yosys stat & 15800 um\^{}2 \\
\quad Yosys top cell area share & 51.7\% \\
\quad Top post-synthesis cells by area & sky130\_fd\_sc\_hd\_\_fa\_1 (52\%), sky130\_fd\_sc\_hd\_\_and2\_1 (15\%), sky130\_fd\_sc\_hd\_\_ha\_1 (9.7\%) \\
\quad Register area share after synthesis & 0\% \\
\multicolumn{2}{l}{\textbf{STA}} \\
\quad Worst-case hold slack & 7200 ps \\
\quad Final number of max-transition violations & 0 \\
\quad Slew at the pin closest to its max-slew limit & 891 ps \\
\quad Peak clock frequency supported by timing & 75.4 MHz \\
\quad Tightest slew margin relative to the limit & 40.5\% \\
\quad Min Clock Period, post-route & around 13000 ps \\
\quad Post-layout period usage & 96.1\% \\
\quad Number of setup violations in the final report & 0 \\
\quad Unrepaired setup endpoints after global routing & false \\
\quad Final hold vios & 0 \\
\quad Final-layout setup total negative slack & 0 ps \\
\multicolumn{2}{l}{\textbf{Worst setup path}} \\
\quad Critical path start-end classification & primary input to primary output \\
\quad Kind of cell with the highest combined delay on the critical path & adder cells \\
\quad Arrival time of the worst setup path & 10500 ps \\
\quad Nature of the critical path endpoint & primary output \\
\quad Buffer-and-inverter tally for the worst setup path & 8 \\
\quad Max FO, Critical Path & 15 \\
\quad Maximum single-stage delay on the critical path & approximately 930 ps \\
\quad Required time reported for the critical path endpoint & 11040 ps \\
\quad Element type at the critical path start & primary input \\
\quad Cell with the most instances on the worst path & sky130\_fd\_sc\_hd\_\_fa\_1 \\
\quad Crit-path slowest cell & sky130\_fd\_sc\_hd\_\_clkdlybuf4s50\_1 \\
\multicolumn{2}{l}{\textbf{Placed design}} \\
\quad Number of placed instances, taps included & 2283 \\
\quad Detailed placer's ending HPWL & 35200 um \\
\quad IO buf count & $\sim$96 \\
\quad Placer congestion estimate & between 0.9 and 1 \\
\quad Instance area at placement & 17400 um\^{}2 \\
\multicolumn{2}{l}{\textbf{Run}} \\
\quad Max-cap check violation count & 0 \\
\quad Count of warning messages emitted by the tools & 32 \\
\multicolumn{2}{l}{\textbf{Hold path}} \\
\quad Worst hold-check path type & primary input to primary output \\
\multicolumn{2}{l}{\textbf{CTS}} \\
\quad Post-CTS Setup Repair Bufs & 0 \\
\hline
\end{tabular}
synthesized netlist by cell type, drive strengths merged, types with 2 or more instances:
cell      n
fa      408
and2    367
inv     359
nand2   178
ha      123
clkbuf   80
xnor2    67
a21oi    22
xor2     18
nor2     16
o21ai    16
a21o     11
a211oi    4
and3      4
nand3     4
nor3      4
o21bai    4
nand2b    3
nor2b     3
a31oi     2
a41oi     2
nand4     2
nor4      2
o41ai     2
routing by layer:
| layer | routed length (um) | share of wire (%) | GRT usage [%] | vias up |
|---|---|---|---|---|
| met2 | 19000 | 47 | 35.1 | 255 |
| met5 | 13 | 0.032 | 0 | - |
| li1 | - | - | - | 5064 |
| met4 | 474 | 1.2 | 2.07 | 2 |
| met3 | 2930 | 7.3 | 6.95 | 27 |
| met1 | 17800 | 44 | 33.9 | 5632 |
final timing paths:
kind	from	to	slack (ps)	depth (start not counted)
min	rm[0]	y[0]	7200	4
max	rn[7]	y[31]	540	25
cell families after synthesis:
logic type,Yosys count,synth area share [%]
simple gates,588,20.4
xor+xnor,85,4.71
compound gates,68,2.95
buf+inv,440,10.5
fa+ha+maj,531,61.4
cells in the final DEF (no fill, tap or decap), drive strengths merged, types with 2 or more instances in the layout:
master	n
o21bai	4
a21o	11
nand2	178
a211oi	4
nand4	2
inv	359
fa	408
o41ai	2
nor2b	3
and2	367
and3	4
nor4	2
nand2b	3
xnor2	67
clkdlybuf4s50	94
nor3	4
a31oi	2
xor2	18
buf	38
o21ai	16
nor2	16
nand3	4
dlymetal6s2s	2
ha	123
a21oi	22
a41oi	2
tightest hold or removal path: cells and delay by family:
kind | cells | cell delay (ps)
buf+inv | 3 | 1490
simple gates | 1 | 180
area by class of cell:
cell class         count  area [um^2]  share of cell area, %
inverters            359         1350                   7.75
multi-input cells   1272        14100                   81.3
well taps            518          648                   3.73
repair buffers       134         1250                   7.20
per-stage QoR:
stage	worst slack (ps)
5_1_grt	7.42
3_3_place_gp	245
3_5_place_dp	184
6_report	541
2_1_floorplan	2130
4_1_cts	209
repair_timing:
item	CTS	global route
resized	0	2
hold buffers	0	0
setup endpoints to repair	0	3
