<file path="./run.sh">
#!/bin/bash
# OpenROAD 26Q1-2900-gdf79404cd8, Yosys 0.63+post, stock flow scripts
make -C /OpenROAD-flow-scripts/flow DESIGN_CONFIG=/design/flow/config.mk WORK_HOME=/design/flow/orfs finish
</file>
<file path="./config.mk">
export PLATFORM = sky130hd
export DESIGN_NAME = divider_unit
export DESIGN_NICKNAME = divider_unit
export VERILOG_FILES = /design/flow/design.v
export SDC_FILE = /design/flow/constraint.sdc
export NUM_CORES = 4
export LEC_CHECK = 1
export CORE_UTILIZATION = 40
</file>
<file path="./constraint.sdc">
current_design divider_unit

set clk_period 271.3
set clk_io_pct 0.2

create_clock -name clk0 -period $clk_period

set non_clock_inputs [all_inputs -no_clocks]
set_input_delay [expr $clk_period * $clk_io_pct] -clock clk0 $non_clock_inputs
set_output_delay [expr $clk_period * $clk_io_pct] -clock clk0 [all_outputs]
</file>
<file path="./design.v">
module signed_divider(rn, rm, y);
    input wire signed [31:0] rn, rm;
    output wire signed [31:0] y;
    assign y = rn / rm;
endmodule
module abs_value(value, abs_val);
    input wire signed [31:0] value;
    output wire [31:0] abs_val;
    assign abs_val = (value < 0) ? -value : value;
endmodule
module unsigned_divider(rn, rm, y);
    input wire [31:0] rn, rm;
    output wire [31:0] y;
    wire [31:0] abs_rn, abs_rm;
    abs_value av_rn(rn, abs_rn);
    abs_value av_rm(rm, abs_rm);
    assign y = (abs_rm != 0 && abs_rn != 0) ? (abs_rn / abs_rm) : 0;
endmodule
module divider_unit(rn, rm, mode, y);
    input wire [31:0] rn, rm;
    input wire mode;
    output wire [31:0] y;
    wire [31:0] signed_result, unsigned_result;
    signed_divider sd(rn, rm, signed_result);
    unsigned_divider ud(rn, rm, unsigned_result);
    assign y = (mode == 1) ? unsigned_result : signed_result;
endmodule
</file>
==> results_slide.txt <==
Implementation Results

Setup path
  • Most used cell, CP: o21a_1
  • Max Fanout on Critical Path: 45
  • Worst EP required: 217.04 ns
  • Crit path capture type: output port
  • Worst Setup Path Type: primary input to output port
  • Startpoint Class: primary input
  • Critical path's top delay family: AND-OR/OR-AND gates
  • Slowest-stage cell, CP: a221oi_1
  • Crit path largest cell delay: 1.02 ns
  • Worst Path Arrival: 158.33 ns
  • Critical path buffer and inverter count: 26
  • Worst setup path start: rm[0]

Logic synthesis
  • Library cells used by synthesis: 103
  • Yosys stat chip area: 34400 um2
  • Register share after synthesis: 0%
  • Synth Area per Inst: 6.67 um2
  • Cell area after synthesis: 34400 um2
  • Synth area leader: ha_1
  • Post-synth top area share: 20.6%
  • Cell area leaders: ha_1 (21%), nor2_1 (6.7%), xnor2_1 (6.2%), a21oi_1 (5.3%), nand2_1 (5.0%)
  • Gate Count Post-Synth: 5151
  • Yosys cell count: 5151
  • Synth warnings: 0

GRT
  • Initial antenna violation count: 7
  • All-Layer GR Usage: 36.2%
  • Pin count of the biggest net entering global routing: 48
  • First-pass GRT wire length: 236 mm
  • Number of global-route vias before repair: 36842
  • Grt ovf: 0

Placed design
  • GPL Wtd Cong: 1.08
  • Worst slack, placed: 61.03 ns
  • DP Area: 37300 um2
  • Port bufs: 97
  • Hpwl dp: 130 mm

Clock tree
  • CTS Hold Bufs: 0
  • Post-CTS Setup Bufs: 0
  • Post-CTS sizing: 0

Routing
  • Mean routed wirelength per cell: 25.2 um
  • Initial DRC count: 4065
  • Routed wire length: 159 mm
  • Routed vias: 40698
  • Routed vias/inst: 6.43
  • Post-route ant nets: 0
  • DRC errors left: 0
  • 1st-pass router iterations: 9

Timing
  • Sum of negative setup slack: 0 ns
  • Period Utilization, post-route: 78.4%
  • RSZ-0062 raised after global routing: no
  • Final setup violation count: 0
  • Actual slew at the worst max-slew pin: 1.19 ns
  • Slew headroom: 20.5%
  • Final min period: 212.59 ns
  • Final Hold Fails: 0
  • Fmax: 4.70 MHz
  • Final setup margin: 58.71 ns
  • Worst hold margin: 110.09 ns
  • Max Slew Vio Count: 0

Min path
  • Hold wc startpoint: rn[31]
  • Hold Crit Class: primary input to output port
  • Hold Path Stages: 8
  • Hold Path End: y[4]

Layout
  • Most instantiated logic cell after routing: nor2_1
  • Post-route cell area: 37300 um2
  • Top cells excl fill/tap: nor2_1 (606), ha_1 (566), nand2_1 (461)
  • Sequential cell area: 0 um2
  • Filler cell count: 9044
  • Logic area: 33200 um2
  • P&R area growth vs syn: 8.58%
  • Share of layout cells above drive strength 1: 7.52%
  • Clock buffers: 0
  • Registers: 0

Floorplanning
  • Die Y: 295 um
  • Initial Util: 40.4%
  • IO Pins: 97
  • Die area: 87100 um2
  • Die W: 295 um
  • Core area: 85100 um2
  • # rows: 107

Flow run
  • OpenROAD warnings: 34
  • Max-Cap Viols: 0

Pwr
  • P_int: 92.8 uW
  • Leak: 0.0163 uW
  • Sw Pwr: 136 uW
  • Total power: 229 uW
  • VDD IR-drop max: 7.97 uV
  • Sw frac: 59.5%
  • Pwr/cell area: 6.14 nW/um2

Status
  • Status: complete, no violations
[worst max-delay path by stage]
stage | to | slack, ns | cells after the start
after CTS | y[14] | 60.78 | 396
after global routing | y[14] | 51.70 | 397
final | y[14] | 58.71 | 394
[metal layers]
| layer | GRT usage (%) | wire length, um | vias up |
|---|---|---|---|
| met2 | 51.8 | 63600 | 2105 |
| met5 | 0 | 138 | - |
| met3 | 7.00 | 16800 | 361 |
| met4 | 12.5 | 6790 | 10 |
| met1 | 53.5 | 72000 | 18782 |
| li1 | - | - | 19440 |
[cell families after synthesis]
| group | Yosys count | share of synthesized area, % |
|---|---|---|
| other cells | 2 | 0.0218 |
| compound gates | 1655 | 32.4 |
| mux | 109 | 3.49 |
| fa+ha+maj | 566 | 20.6 |
| buf+inv | 370 | 4.21 |
| simple gates | 2035 | 28.7 |
| xor+xnor | 414 | 10.5 |
[power by group through the flow]
stage | Sequential [uW] | Clock, uW | Combinational (uW)
4_1_cts | 0 | 0 | 224
5_1_grt | 0 | 0 | 250
[metrics by stage]
stage	util (%)	instances
floorplan	-	5151
global placement	43.8	6333
CTS	43.8	6333
global route	43.8	6333
detailed placement	43.8	6333
finish	43.8	6334
[cell usage after synthesis, drive strengths merged (18+ instances only)]
cell type and instances:
o21a 183, a211oi 39, inv 160, mux2i 28, and2 53, buf 54
nand2 461, nor3 247, xnor2 243, or4 26, nor2b 54, o31ai 63
o21ai 312, a21boi 21, a31o 18, mux2 81, a31oi 96, o41ai 19
nor4 59, nor2 614, a21oi 363, o211ai 38, nand2b 66, and4 18
a21o 174, a221oi 19, or3 74, clkbuf 155, and3 55, or2 56
xor2 171, ha 566, nand3 136, a41oi 21, o21bai 45, a211o 23
nand4 71
[final cells by class]
cell class	instances	share of cell area, %
tap	1144	3.83
antenna	1	0.00670
multi-input combinational	4781	88.9
timing repair buffer	247	5.60
inverter	161	1.62
Power is estimated from default activity; no workload was simulated.
